**./design.v**
```verilog
module ProgramCounter(
  input         clock,
  input         reset,
  input         io_stop,
  input         io_jump,
  input         io_run,
  input  [15:0] io_programCounterJump,
  output [15:0] io_programCounter
);
  reg [15:0] PCreg;  
  wire  _T = ~io_run;  
  wire  stopRunLogicGate = io_stop | _T;  
  wire [15:0] _T_5 = PCreg + 16'h1;  
  assign io_programCounter = PCreg;  
  always @(posedge clock) begin
    if (!(stopRunLogicGate)) begin
      if (io_jump) begin
        PCreg <= io_programCounterJump;
      end else begin
        PCreg <= _T_5;
      end
    end
  end
endmodule
```
**./run.sh**
```bash
#!/bin/bash
# OpenROAD 26Q1-2900-gdf79404cd8, Yosys 0.63+post, stock flow scripts
make -C /OpenROAD-flow-scripts/flow DESIGN_CONFIG=/design/flow/config.mk WORK_HOME=/design/flow/orfs finish
```
**./config.mk**
```make
export PLATFORM = sky130hd
export DESIGN_NAME = ProgramCounter
export DESIGN_NICKNAME = ProgramCounter
export VERILOG_FILES = /design/flow/design.v
export SDC_FILE = /design/flow/constraint.sdc
export NUM_CORES = 4
export LEC_CHECK = 1
export CORE_AREA = 10 10 85 85
export DIE_AREA = 0 0 95 95
```
**./constraint.sdc**
```tcl
current_design ProgramCounter

set clk_period 2.5
set clk_io_pct 0.2

create_clock -name clk0 -period $clk_period [get_ports {clock}]

set non_clock_inputs [all_inputs -no_clocks]
set_input_delay [expr $clk_period * $clk_io_pct] -clock clk0 $non_clock_inputs
set_output_delay [expr $clk_period * $clk_io_pct] -clock clk0 [all_outputs]
```
==> out/qor.yml <==
yosysUniqueCellTypes: 18
clkPwrFrac_pct: 31.5
r2r_end: "PCreg[15]$_DFFE_PN_"
port_buffers: 35
critical-path-top-delay-family: "buffers and inverters"
setup_violations: 0
die_area_um2: 9030
grt_max_degree: 17
status: "complete, no violations"
drt-initial-drc-count: 32
r2r_start: "PCreg[0]$_DFFE_PN_"
syn_avg_cell_area_um2: 10.5
mostFrequentLayoutCell: "clkdlybuf4s50_1"
syn_area_um2: 957
critPathLaunch: "PCreg[2]$_DFFE_PN_"
power_leakage_uw: 0.000468
grt_pass1_vias: 776
critPathBufInv: 1
ir_drop_mv: 0.310
cp-end-kind: "primary output"
postSynthCellCount: 91
insertion_delay_ps: 250
core_area_um2: 5470
dpl.hpwl_mm: 2.01
reg_top3: "PCreg: 16 flops"
setup_tns_ps: 0
largest_reg_flops: 16
cts_root_buf: "clkbuf_8"
clk_transition_reported_paths_ps: 70
ys_ff: 16
worstRegToRegCells: 4
postCtsSetupBuffers: 0
rows: 27
period_used_pct: 70.4
drcViolationCount: 0
via_count: 782
grt_pass1_wl_mm: 3.95
hp-class: "reg -> reg"
die_x_um: 95
synth_top_area_share_pct: 50.2
most-common-layout-cells: "35 x clkdlybuf4s50_1, 17 x nand2_1, 16 x edfxtp_1"
slew_viol_final: 0
ys_area_um2: 957
postCtsHoldBufs: 0
intPower_uw: 491
p_sw_share_pct: 22.6
crit_path_max_fanout: 6
area_leaders: "edfxtp_1 50%, xnor2_1 9.2%, nand2_1 6.7%"
crit_end: "io_programCounter[2]"
design_area_um2: 1450
layout-drive-gt1-share_pct: 12.3
p_per_area_nw_per_um2: 436
slew_headroom_pct: 64.0
routed_wl_mm: 2.54
diodes: 0
worst_pin_slew_ps: 539
dieHeight_um: 95
cts_max_level: 1
crit_slowest_cell: "clkdlybuf4s50_1"
finalHoldViolCount: 0
initCoreUtil_pct: 17.5
first_pass_iters: 4
p_seq_share_pct: 52.2
place_congestion: 0.768
critPathLaunchType: "flip-flop"
maxCapViolCount: 0
yosys.area.top_type: "edfxtp_1"
cts_tree: "yes"
ant_nets: 0
ys_cells: 91
cp_num_cells: 1
required_ps: 2000
min_period_ps: 1760
regMostFlops: "PCreg"
ys_seq_share_pct: 50.2
numClockSinks: 16
rsz0062_at_grt: "no"
cts_resized: 0
critical_path_class: "reg -> out"
p_comb_share_pct: 16.3
wire_per_inst_um: 12.6
fmax_ghz: 0.568
dpl_cell_area_um2: 1410
syn2layout_area_growth_pct: 51.9
reg2reg_slack_ps: 740
slowest_delay_ps: 540
overflow: 0
cts_max_path_buffers: 2
finalClockSkew_ps: 2.32
warning_count: 26
via_per_inst: 3.87
path_cells: "clkdlybuf4s50_1"
grt_use_total_pct: 5.66
critPathArrivalTime_ps: 1260
ios: 37
p_switching_uw: 143
ys_warn_count: 1
cts_made_buffers: 3
antenna_found_initial: 0
==> tightest hold or removal path, cell delays in order (launching register included) <==
cell	delay, ps
edfxtp_1	390
xnor2_1	80
o21ai_1	100
==> how the worst min path moves through the flow <==
stage | start | end | slack (ps) | depth (start not counted)
CTS | PCreg[14]$_DFFE_PN_ | PCreg[14]$_DFFE_PN_ | 690 | 2
global route | PCreg[14]$_DFFE_PN_ | PCreg[14]$_DFFE_PN_ | 770 | 2
finish | PCreg[14]$_DFFE_PN_ | PCreg[14]$_DFFE_PN_ | 690 | 2
==> power groups by stage <==
| stage | clock network (µW) | logic (µW) | registers, µW |
|---|---|---|---|
| after CTS | 205 | 106 | 332 |
| after global routing | 222 | 116 | 334 |
| final | 199 | 103 | 331 |
==> cell families (layout without fill, tap and decap cells) <==
kind of cell,after synthesis,after routing,share of synthesized area (%)
DFF,16,16,50.2
AOI/OAI and AO/OA,13,13,6.80
and+or+nand+nor,38,38,23.0
muxes,3,3,3.53
xor gates and xnor gates,14,14,12.8
buffers and inverters,6,45,2.35
adders and majority gates,1,1,1.31
==> metal layers <==
metal	GRT usage, %	up-vias	part of all wire, %	wire (µm)
met5	0	-	0	0
met4	0.249	0	0.47	12
li1	-	405	-	-
met2	7.95	28	42	1070
met3	2.96	2	12	304
met1	8.02	347	45	1150
==> through the flow <==
stage / util, % / hold WS, ps / cells / setup WS, ps / total power (µW)
floorplan: - / 613 / 91 / 845 / 373
detailed placement: 25.7 / 672 / 198 / 508 / 443
CTS: 26.6 / 691 / 202 / 693 / 643
global route: 26.6 / 765 / 202 / 600 / 672
finish: 26.6 / 690 / 202 / 740 / 634
global placement: 25.7 / 669 / 198 / 517 / 442
==> Yosys cell counts <==
cell / n
o21ai_1: 6
edfxtp_1: 16
o21ai_0: 7
xor2_1: 4
clkbuf_1: 3
nor4_2: 5
xnor2_1: 10
nand2_1: 17
mux2_2: 3
nor2_1: 3
nand4_2: 1
inv_1: 3
ha_1: 1
nor3_1: 3
nand3_2: 1
nor2b_1: 1
nand3_1: 4
nand4_1: 3
==> cell type report <==
| class | count | area [µm²] |
|---|---|---|
| Sequential cell | 16 | 480 |
| Clock buffer | 3 | 41.3 |
| Clock inverter | 1 | 3.75 |
| Tap cell | 72 | 90.1 |
| Multi-Input combinational cell | 69 | 454 |
| Fill cell | 591 | 4020 |
| Inverter | 3 | 11.3 |
| Timing Repair Buffer | 38 | 373 |
Power figures rest on the tool's default switching activity, not on a simulated workload.
